==> /design/flow/design.v <==
module flopenr #(parameter WIDTH = 8) (
    input  logic              clk,
    input  logic              reset,
    input  logic              en,
    input  logic [WIDTH-1:0]  d,
    output logic [WIDTH-1:0]  q
);
always_ff @(posedge clk, posedge reset) begin
    if (reset) begin
        q <= '0;
    end else if (en) begin
        q <= d;
    end
end
endmodule
==> /design/flow/run.sh <==
#!/bin/bash
# OpenROAD 26Q1-2900-gdf79404cd8, Yosys 0.63+post, stock flow scripts
make -C /OpenROAD-flow-scripts/flow DESIGN_CONFIG=/design/flow/config.mk WORK_HOME=/design/flow/orfs finish
==> /design/flow/config.mk <==
export PLATFORM = sky130hd
export DESIGN_NAME = flopenr
export DESIGN_NICKNAME = flopenr
export VERILOG_FILES = /design/flow/design.v
export SDC_FILE = /design/flow/constraint.sdc
export NUM_CORES = 4
export LEC_CHECK = 1
export CORE_AREA = 10 10 70 70
export DIE_AREA = 0 0 80 80
==> /design/flow/constraint.sdc <==
current_design flopenr

set clk_period 1.0
set clk_io_pct 0.2

create_clock -name clk0 -period $clk_period [get_ports {clk}]

set non_clock_inputs [all_inputs -no_clocks]
set_input_delay [expr $clk_period * $clk_io_pct] -clock clk0 $non_clock_inputs
set_output_delay [expr $clk_period * $clk_io_pct] -clock clk0 [all_outputs]
==> impl_metrics.json <==
{
  "status": "finished, final reports clean",
  "port-buffer-count": 18,
  "gp_congestion": 0.708,
  "rows": 21,
  "final_antenna_net_count": 0,
  "boundaryPins": 19,
  "firstDrtPassIters": 2,
  "worstPathCellList": "buf_2",
  "min_path_type": "in -> async",
  "numSynthFlops": 8,
  "hold_viol_final": 0,
  "h-tree-depth": 1,
  "gr-total-overflow": 0,
  "clkPwrFrac": 0.298,
  "areaGrowthSynthToFinish_pct": 76.9,
  "ir_drop_v": 0.000195,
  "drive_gt1_frac": 0.558,
  "grt_use_total": 0.0284,
  "pre_cts_slack_ns": -0.273,
  "yosys_area_um2": 335,
  "dp_hpwl_um": 733,
  "fin_skew_ns": 0,
  "top_area_frac": 0.597,
  "drv_cap": 0,
  "worst_skew_pair.late_latency_ns": 0.24,
  "reg_top3": "q (8)",
  "warning_count": 26,
  "fin_crit_ns": 0.939,
  "drc": 0,
  "crit_required_ns": 0.80,
  "setup_viol": 0,
  "slew_violations": 0,
  "netlist_instances": 18,
  "switchingPower_w": 0.000148,
  "leakagePower_nw": 0.280,
  "hold_slack_ns": 0.212,
  "tritoncts": "done",
  "worstSetupEndpointType": "output port",
  "timing.final.ws_setup_ns": 0.0610,
  "rrSetupSlack_ns": 0.13,
  "die_w_um": 80,
  "intPower_w": 0.000620,
  "fin_cells": 89,
  "arrival_ns": 0.74,
  "path_depth": 1,
  "place_inst": 84,
  "critPathBufInv": 1,
  "critPathKind": "reg -> out",
  "crit_path_max_incr_delay_ns": 0.38,
  "clockBufferDepth": 2,
  "combPwrFrac": 0.215,
  "reg2regPathDepth": 2,
  "layout_top_cell": "clkdlybuf4s50_1",
  "grt_max_degree": 9,
  "slew_headroom": 0.806,
  "route.antenna.diode_count": 0,
  "cts_hold_buf": 0,
  "root_buffer": "clkbuf_4",
  "worstPathMaxFanout": 2,
  "syn_avg_cell_area_um2": 18.6,
  "top_register": "q",
  "postLayoutCoreUtil": 0.174,
  "fin_total_pwr_w": 0.000768,
  "path_delay_family": "flip-flops",
  "grt_pass1_wl_um": 1440,
  "ys_cells": 18,
  "dr.first_iter.drc_count": 17,
  "synth_warnings": 1,
  "largest_register_ffs": 8,
  "yosys.area.top_type": "dfrtp_1",
  "ys_types": 4,
  "dieArea_mm2": 0.00640,
  "startpoint_type": "flop",
  "initCoreUtil": 0.0982,
  "pwr_density_cell_mw_per_mm2": 1300,
  "ys_seq_frac": 0.597,
  "drt-total-wl_um": 864,
  "rsz0062_at_grt": "false",
  "synthesis.area_um2": 335,
  "dieHeight_um": 80,
  "core_mm2": 0.00342,
  "fmax_mhz": 1060,
  "lay_top_cells": "clkdlybuf4s50_1 (9), mux2_4 (8), dfrtp_1 (8), buf_2 (6), buf_4 (4)",
  "worstMarginPinSlew_ns": 0.291,
  "slowest_stage": "dfrtp_1",
  "wire_per_inst_um": 9.71,
  "routed_via_density": 2.51,
  "netSwitchingFraction": 0.193,
  "clock-sinks": 8,
  "antenna_found_initial": 0,
  "numCtsBuffers": 3,
  "finalClockPeriodUsage": 0.939,
  "path_clk_slew_ns": 0.05,
  "area_leaders": "dfrtp_1 (60%), mux2_4 (36%), buf_6 (3.4%), inv_1 (1.1%)",
  "grt_pass1_vias": 297,
  "pwr-share-seq": 0.487,
  "vias": 223
}
-- per-layer routing --
| layer | vias up | share of wire | track usage |
|---|---|---|---|
| met3 | 2 | 0.067 | 0.0148 |
| met2 | 11 | 0.48 | 0.0457 |
| li1 | 112 | - | - |
| met4 | 0 | 0.047 | 0.0158 |
| met1 | 98 | 0.40 | 0.0290 |
| met5 | - | 0 | 0 |
-- logic make-up after synthesis --
kind of cell,share of synthesized area
buffers and inverters,0.0448
DFF,0.597
muxes,0.358
-- power groups by stage --
stage     sequential, W  clock (W)  combinational [W]
4_1_cts        0.000374   0.000245           0.000181
5_1_grt        0.000381   0.000262           0.000181
6_report       0.000374   0.000229           0.000165
-- layout make-up --
| type | count | area, um^2 |
|---|---|---|
| sequential | 8 | 200 |
| fill | 384 | 2820 |
| tap | 46 | 57.6 |
| inverter | 1 | 3.75 |
| clock buffer | 3 | 22.5 |
| multi-input combinational | 8 | 120 |
| timing repair buffer | 23 | 189 |
-- synthesized netlist by cell type --
| master | number |
|---|---|
| inv_1 | 1 |
| dfrtp_1 | 8 |
| buf_6 | 1 |
| mux2_4 | 8 |
-- worst register-to-register path: stages, from the launching register on --
cell and delay [ns]:
dfrtp_1 0.38, buf_4 0.13, mux2_4 0.25
-- final timing paths --
kind / endpoint / start
worst max-delay path: q[7] / q[7]$_DFFE_PP0P_
worst min-delay path: q[4]$_DFFE_PP0P_ / reset
worst max register to register: q[0]$_DFFE_PP0P_ / q[0]$_DFFE_PP0P_
worst min register to register: q[6]$_DFFE_PP0P_ / q[6]$_DFFE_PP0P_
max in group asynchronous: q[0]$_DFFE_PP0P_ / reset
min in group clk0: q[1]$_DFFE_PP0P_ / en
-- repair_timing --
| action | 4_1_cts | 5_1_grt |
|---|---|---|
| endpoints found under the setup margin | 16 | 3 |
| hold endpoints to repair | 0 | 0 |
| buffers inserted | 3 | 0 |
| gates resized | 23 | 2 |
-- stage by stage --
step | setup TNS [ns] | area [um^2]
3_3_place_gp | -2.21 | 597
2_1_floorplan | 0 | 335
5_1_grt | 0 | 593
4_1_cts | -0.0374 | 611
6_report | 0 | 593
3_5_place_dp | -2.22 | 597
Power is estimated from default activity; no workload was simulated.
